## run.sh

```bash
#!/bin/bash
# OpenROAD 26Q1-2900-gdf79404cd8, Yosys 0.63+post, stock flow scripts
make -C /OpenROAD-flow-scripts/flow DESIGN_CONFIG=/design/flow/config.mk WORK_HOME=/design/flow/orfs finish
```

## config.mk

```make
export PLATFORM = sky130hd
export DESIGN_NAME = clock_divider
export DESIGN_NICKNAME = clock_divider
export VERILOG_FILES = /design/flow/design.v
export SDC_FILE = /design/flow/constraint.sdc
export NUM_CORES = 4
export LEC_CHECK = 1
export CORE_UTILIZATION = 40
```

## constraint.sdc

```tcl
current_design clock_divider

set clk_period 3.4
set clk_io_pct 0.2

create_clock -name clk0 -period $clk_period [get_ports {clock}]

set non_clock_inputs [all_inputs -no_clocks]
set_input_delay [expr $clk_period * $clk_io_pct] -clock clk0 $non_clock_inputs
set_output_delay [expr $clk_period * $clk_io_pct] -clock clk0 [all_outputs]
```

## design.v

```verilog
module clock_divider(clock,clock50Mhz,clock25Mhz,clock1Mhz,clock1Khz,clock25hz);
   input  wire clock;
   output wire clock50Mhz;
   output wire clock25Mhz;
   output wire clock1Mhz;
   output wire clock1Khz;
   output wire clock25hz;
   reg  reg25Mhz=1'b1;
   reg  reg1Mhz=1'b1;
   reg  reg1Khz=1'b1;
	reg  reg25hz=1'b1;
   reg [8:0] counter1Mhz=8'h00;
   reg [16:0] counter1Khz=16'h0000;
	reg [16:0] counter25hz=16'h0000;
   assign clock50Mhz=clock;
   assign clock25Mhz=reg25Mhz;
   assign clock1Mhz=reg1Mhz;
	assign clock1Khz=reg1Khz;
   assign clock25hz=reg25hz;
   always @ (posedge clock) begin     
      reg25Mhz=~reg25Mhz;               
      if(counter1Mhz == 8'h19) begin
         reg1Mhz=~reg1Mhz;
         counter1Mhz=8'h00;         
         if(counter1Khz==16'h01f4) begin
            reg1Khz=~reg1Khz;
            counter1Khz=16'h0000;       
				if(counter25hz==16'h01f4) begin
				   counter25hz=16'h0000;
					reg25hz=~reg25hz;
				end
				counter25hz=counter25hz+16'h0001;
         end
         counter1Khz=counter1Khz+16'h01;
      end      
      counter1Mhz=counter1Mhz+8'h01;
   end
endmodule
```

==> impl_metrics.json <==
{
  "die_y_um": 76.1,
  "crit_arrival_ns": 2.32,
  "dp_slack_ns": 0.653,
  "grt_pass1_vias": 1362,
  "cts.repair.resized": 0,
  "synthTopLogicFamily": "simple AND/OR/NAND/NOR gates",
  "simple_gate_share_pct": 20.8,
  "clk_latency_ns": 0.39,
  "cp.required_ns": 2.72,
  "synthesis.instances": 187,
  "r2r_end": "counter25hz[0]$_DFFE_PN_",
  "track_usage_pct": 12.8,
  "mux_area_share_pct": 0,
  "grt_overflow": 0,
  "wl_per_cell_um": 12.0,
  "antenna_cells": 0,
  "status": "finished, final reports clean",
  "grt_max_degree": 23,
  "drc_errors": 0,
  "viasPerCell": 5.16,
  "io_buffer_count": 5,
  "ant_nets": 0,
  "warnings": 26,
  "worstSetupEndpoint": "clock50Mhz",
  "tns_ns": 0,
  "clock-skew-final_ns": 0.00675,
  "drive_gt1_share_pct": 7.61,
  "ys_sh_adder_pct": 1.71,
  "slew_viol_final": 0,
  "dpl.hpwl_um": 2210,
  "crit_type": "clk -> out",
  "grt_setup_unrepaired": "false",
  "crit_path_start_kind": "clock port",
  "hold_ws_ns": 0.378,
  "route.vias.total": 1379,
  "cts_tree": "built",
  "ios": 6,
  "p_total_uw": 1110,
  "ys_ff": 47,
  "setup_viol": 0,
  "core_um2": 5200,
  "chipArea_um2": 5790,
  "first_iter_violations": 66,
  "area_delta_synth_final_pct": 12.0,
  "yosys.cell_types.count": 31,
  "crit_path_end_kind": "output port",
  "syn_area_um2": 2200,
  "routabilityCongestion": 0.857,
  "yosys_cells": 187,
  "hold_path.class": "reg -> reg",
  "ys_sh_aoi_pct": 2.33,
  "tightest_slew_ns": 0.784,
  "worst_slack_ns": 0.403,
  "drt-total-wl_um": 3210,
  "power_density_nw_per_um2": 450,
  "yosys_area_um2": 2200,
  "power.leakage_uw": 0.000890,
  "worstPathMaxFanout": 2,
  "clk_pin_slew_worst_paths_ns": 0.08,
  "peakVddDrop_mv": 0.244,
  "ys_sh_xor_pct": 12.8,
  "fp-row-count": 26,
  "initial_core_util_pct": 42.2,
  "syn_avg_cell_area_um2": 11.7,
  "drtPass1Iterations": 4,
  "post_cts_buffers": 0,
  "rr_worst_depth": 4,
  "reg2reg_slack_ns": 1.04,
  "postSynthSeqShare_pct": 59.7,
  "grt_pass1_wl_um": 5710,
  "startpoint": "clock",
  "hold_viol_final": 0,
  "drv_cap": 0,
  "yosys_warnings": 1,
  "antenna_found_initial": 0,
  "worstReg2RegStart": "counter1Khz[10]$_DFFE_PP_",
  "slew_headroom_pct": 47.7,
  "holdBufCountCts": 0,
  "die_x_um": 76.1
}
==> critical path, cell delays in order <==
cell	delay [ns]
clkbuf_8	0.11
clkbuf_8	0.12
clkdlybuf4s50_1	0.39
==> cells in the mapped netlist <==
master    instances  share of area, %
nor3_1            5               1.1
nand3_1          15               3.4
clkbuf_1          6               1.0
nor2b_1           1              0.28
or2_2             1              0.28
or4_4             1              0.51
and4_1            5               2.0
nand3b_1          1              0.34
dfxtp_1          10               9.1
nor4b_1           1              0.40
o21ai_1           1              0.23
nand4_1           7               2.0
nand4b_1          1              0.40
and3_1            8               2.3
nor3_2            1              0.46
nand2_1          13               2.2
a21oi_1           1              0.23
and2_1            1              0.28
nor2_1           14               2.4
a31oi_1           1              0.28
nor4_4            1              0.97
buf_4             1              0.34
o21ai_0           4              0.91
edfxtp_1         37                51
nor4_1            4               1.1
xnor2_1          20               8.0
inv_1             8               1.4
nand2b_1          1              0.28
ha_1              3               1.7
o211ai_1          2              0.68
xor2_1           12               4.8
==> power breakdown <==
group	internal [uW]	switching (uW)
Sequential	610	0
Combinational	0	0
Clock	309	187
Total	919	187
==> registers in the layout, indices dropped and copies added (netlist names) <==
name and cells:
counter1Khz 17, counter1Mhz 9, counter25hz 17, reg1Khz 1
reg1Mhz 1, reg25Mhz 1, reg25hz 1
==> layer usage <==
metal	global-route usage, %	wire, um	vias up	share of wire [%]
li1	-	-	692	-
met1	18.8	1600	659	50
met2	18.9	1380	21	43
met3	5.23	135	7	4.2
met4	3.27	85	0	2.7
met5	0	0	-	0
==> stage by stage <==
step                      utilization (%)  instances  cell area [um^2]
after floorplan                         -        187              2200
after global placement               44.4        256              2310
after detailed placement             44.4        256              2310
after CTS                            47.3        267              2460
after global routing                 47.3        267              2460
final                                47.3        267              2460
==> logic make-up after synthesis <==
logic type,after synthesis
flip-flops,47
XOR/XNOR,32
buffers and inverters,15
AND/OR/NAND/NOR,81
AND-OR/OR-AND,9
adder cells (fa/ha/maj),3
==> area by class of cell <==
cell class | count | area [um^2]
multi-input cells | 125 | 826
fillers | 463 | 2740
inverters | 8 | 30.0
clock buffers | 9 | 120
well taps | 70 | 87.6
flip-flops and latches | 47 | 1310
clock inverters | 3 | 38.8
repair buffers | 5 | 47.5
==> cell usage in the layout, fill, tap and decap left out, drive strengths merged, types with 5 or more instances in the layout <==
cell type      netlist  routed
xnor2               20      20
clkdlybuf4s50        0       5
and4                 5       5
nand4                7       7
nor3                 6       6
xor2                12      12
clkbuf               6       8
edfxtp              37      37
dfxtp               10      10
and3                 8       8
inv                  8       8
o21ai                5       5
nand2               13      13
nor2                14      14
nor4                 5       5
nand3               15      15
==> worst min path at each step <==
stage	cells past startpoint	from	to	slack, ns
after CTS	1	reg25Mhz$_DFF_P_	reg25Mhz$_DFF_P_	0.39
after global routing	1	reg25Mhz$_DFF_P_	reg25Mhz$_DFF_P_	0.40
final	1	reg25Mhz$_DFF_P_	reg25Mhz$_DFF_P_	0.38
No activity file was given, so power comes from the tool's default toggle rates.
